## design/flow/run.sh

```bash
#!/bin/bash
# OpenROAD 26Q1-2900-gdf79404cd8, Yosys 0.63+post, stock flow scripts
make -C /OpenROAD-flow-scripts/flow DESIGN_CONFIG=/design/flow/config.mk WORK_HOME=/design/flow/orfs finish
```

## design/flow/config.mk

```make
export PLATFORM = sky130hd
export DESIGN_NAME = System
export DESIGN_NICKNAME = System
export VERILOG_FILES = /design/flow/design.v
export SDC_FILE = /design/flow/constraint.sdc
export NUM_CORES = 4
export LEC_CHECK = 1
export CORE_UTILIZATION = 40
```

## design/flow/constraint.sdc

```tcl
current_design System

set clk_period 13.5
set clk_io_pct 0.2

create_clock -name clk0 -period $clk_period [get_ports {CLK}]

set non_clock_inputs [all_inputs -no_clocks]
set_input_delay [expr $clk_period * $clk_io_pct] -clock clk0 $non_clock_inputs
set_output_delay [expr $clk_period * $clk_io_pct] -clock clk0 [all_outputs]
```

## design/flow/design.v

```verilog
`timescale 1ns / 1ps
module Counter(RESET, CLK, COUNTUP, END, OUT);
	parameter integer len = 3;
	input RESET;
	input CLK;
	input COUNTUP;
	output END;
	output [len*8-1:0] OUT;
	reg [len*8-1:0] cnt;
	assign OUT=cnt;
	wire [len*8-1:0] added;
	wire [len:0] carry;
	assign carry [0] = COUNTUP;
	assign END = carry[len];
	generate
		genvar i;
		for(i=0;i<len;i=i+1) begin: loop
			wire [7:0] total = carry[i]+cnt[i*8+7:i*8];
			wire overflow = total == 95;
			assign carry [i+1] = overflow ? 1'b1 : 1'b0;
			assign added [i*8+7:i*8] = overflow ? 8'b0 : total;
		end
	endgenerate
	always @ (posedge CLK) begin
		cnt <=
			RESET ? {(len*8){1'b0}} :
			END ? cnt :
			added;
	end
endmodule
module CharDec(chr1, chr2, decoded);
	parameter [7:0] j=0;
	input [7:0] chr1;
	input [7:0] chr2;
	output [7:0] decoded;
	wire [7:0] total = chr1+j;
	wire flag = chr2 < total;
	wire [7:0] base = total - chr2;
	wire [7:0] nbase =
		base <= (95*1) ? 95 :
		base <= (95*2) ? (95*2) : 95*3;
	wire [7:0] baseK = flag ? nbase : 0;
	assign decoded = baseK + chr2 - total;
endmodule
module Decoder(RESET, CLK, FOUND, END, PASSWD_OUT);
	parameter integer ENQLEN=10;
	parameter integer PASSLEN=5;
	parameter [0:8*ENQLEN-1] ENCRYPTED = 0;
	input RESET;
	input CLK;
    output FOUND;
	output END;
    output [0:8*PASSLEN-1] PASSWD_OUT;
	wire [0:8*PASSLEN-1] passwd;
	Counter #(PASSLEN) counter(RESET, CLK, !FOUND, END, passwd);
	wire [0:8*PASSLEN-1] decoded;
	generate
		genvar i;
		for(i=0;i<PASSLEN;i=i+1) begin: len
			parameter j = PASSLEN-1-((ENQLEN-PASSLEN + i)%PASSLEN);
			CharDec #(.j(j))
				dev(passwd[j*8:j*8+7], ENCRYPTED[(ENQLEN-PASSLEN+i)*8:(ENQLEN-PASSLEN+i)*8+7], decoded[i*8:i*8+7]);
		end
	endgenerate
	assign FOUND = decoded == passwd;
	assign PASSWD_OUT = passwd;
endmodule
module Serial(RESET, CLK, START, END, SIGNAL, BUFFER);
	parameter integer BUFFLEN=5;
	parameter integer CLOCK=26; 
	input RESET;
	input CLK;
	input START;
	output reg END;
	output SIGNAL;
	input [0:8*BUFFLEN-1] BUFFER;
	reg [9:0] slckcount;
	wire slckp;
	wire [9:0] next_slckcount;
	assign slckp = slckcount == CLOCK;
	assign next_slckcount = slckp ? 10'd0 : slckcount + 10'd1;
	reg [3:0] bitwidecount;
	wire bitwide;
	wire [3:0] next_bitwidecount;
	assign bitwide = bitwidecount == 15;
	assign next_bitwidecount =
		slckp ? ( bitwide ? 4'd0 : bitwidecount + 4'd1 ) :
		bitwidecount;
	reg [3:0] framecount;
	wire framelast;
	wire [3:0] next_framecount;
	assign next_framecount =
		slckp && bitwide ? (framelast ? 4'd0 : framecount + 4'd1 ):
		framecount;
	assign framelast = framecount == 4'd10;
	assign framefirst = framecount == 4'd0;
	assign framestart = framecount == 4'd1;
	reg [7:0] charcount;
	wire [7:0] next_charcount;
	assign next_charcount =
		(slckp && bitwide && framelast) ? (END ? 8'd0 : charcount + 8'd1) :
		charcount;
	assign SIGNAL =
		((!sending) || END || framefirst || framelast) ? 1'b1 :  
		framestart ? 1'b0 :  
		charcount == 0 ? 1'b1 :
		BUFFER[8*(charcount-1)+9-framecount];
	reg sending;
	wire SendStart = END && !START;
	wire SendInit;
	always @(posedge CLK) begin
		if (RESET) begin
			sending <= 0;
			slckcount <= 0;
			bitwidecount <= 0;
			framecount <= 0;
			charcount <= 0;
			END <= 0;
		end else if (END && !START) begin
			END <= 0;
			sending <= 0;
		end else if (!END && START && !sending) begin
			sending <= 1;
			slckcount <= 0;
			bitwidecount <= 0;
			framecount <= 0;
			charcount <= 0;
		end else if (sending) begin
			slckcount <= next_slckcount;
			bitwidecount <= next_bitwidecount;
			framecount <= next_framecount;
			charcount <= next_charcount;
			END <= next_charcount ==  (BUFFLEN+1);
			sending <= next_charcount != (BUFFLEN+1);
		end
	end
endmodule
module System(RESET, CLK, FLAG, FOUND, TXD);
	parameter integer ENQLEN=17;
	parameter integer PASSLEN=5;
	parameter [0:8*ENQLEN-1] ENCRYPTED = 136'd22896249489735015330163909889542712410175;
	input RESET;
	input CLK;
	output FLAG;
	output FOUND;
	output TXD;
	wire [0:8*PASSLEN-1] PASSWD_OUT;
	wire SerEnd;
	wire DecoderEND;
	wire SerSEND = FOUND | DecoderEND;
	wire DecoderCLK;
	assign DecoderCLK = FOUND  && !SerEND ? 1'b0 : CLK;
	reg [24:0] DecoderCount;
	assign FLAG=DecoderEND ? 1'b1 : DecoderCount[24];
	Decoder #(ENQLEN, PASSLEN, ENCRYPTED) dec(RESET, CLK, FOUND, DecoderEND, PASSWD_OUT);
	Serial #(PASSLEN) ser(RESET, CLK, SerSEND, SerEND, TXD, PASSWD_OUT);
	always @(posedge CLK) begin
		DecoderCount <= RESET ? 25'd0 : DecoderCount+25'd1;
	end
endmodule
```

==> run notes <==
The fraction of final layout cells sized beyond drive strength 1 came out at 21.7%. Dividing total power by cell area gives a power density of 47.3 nW/µm². Once layout is complete, the cells apart from fillers number 1,668. The worst setup path is launched from a register. The OpenROAD report gives the critical path a data arrival time of 10.43 ns. In the layout the commonest cells are sky130_fd_sc_hd__buf_4 (142), sky130_fd_sc_hd__nor2_1 (107), sky130_fd_sc_hd__nand2_1 (102). The final setup skew was 0.00806 ns; the final setup slack of the worst path was 0.370 ns. By instance count, the cell type seen most on the critical path is sky130_fd_sc_hd__ha_4. In this run, synthesis inferred 0 flip-flops with an integrated enable.

Yosys-reported design area after synthesis: 9790 µm². The floorplan has 56 rows. The most common cell after layout, fill and taps aside is sky130_fd_sc_hd__buf_4. The pin closest to its max-slew limit shows a slew of 0.685 ns. The number of cells reported by Yosys stat comes to 1,258. Summed over all layers, the routed wires come to 25,400 µm. The run finished with clean final reports. Path class of the lowest-slack min-delay path: reg -> reg.

The sequential fraction of the synthesis area was 19.0%; the area occupied by multi-input gates was 7960 µm². 0 antenna diodes ended up in the layout. The tools report the reported max-cap violation count as 0. The floorplan step set the die height to 158 µm. Overall power: 0.565 mW. The cell area after synthesis was 9790 µm²; the fraction of registers with async set/reset was 0%. The count of nets left with antenna violations after detail routing was 0. The utilization after layout was 50.3%.

For reference, the final report shows the hold violation count at 0. TritonCTS built the clock tree. The post-detailed-placement cell area was 10,900 µm²; the global-route total usage across every layer was 21.0%.

Type of the setup path with the least slack: reg -> out. OpenROAD emitted warnings numbering 47. The worst setup path is captured at an output pin. The layout filler cell count is 2,127, and the HPWL after detailed placement is 18,700 µm.

The worst supply voltage drop on vdd was 58.9 µV; the average footprint of a synthesized cell was 7.78 µm². The top-level port count was 5. The run gives 576 as the violation count after the first detailed-route iteration. The tools report the number of vias after detailed routing as 9,025.

The total congestion overflow after global routing was 0. The CTS log lists the clock sinks for this run as 93. Prior to clock tree synthesis, the placed netlist has a worst setup slack of -0.245 ns. For the total placed cells including tap cells, the log shows 1,632. The initial antenna violation count is 0, and the global-route wire length before repair is 41,000 µm. Number of clock buffers inserted by TritonCTS: 9.

Looking at the power breakdown, combinational cells take 4.7% of the total. The total number of yosys warnings is 6, and the placer's final routability congestion estimate is 0.947. From synthesis to final layout, the design area changed by 22.0%.

After routing the design area is 11,900 µm². The sequential fraction of design power is 49.1%. The number of distinct library cell variants in the gate-level netlist after synthesis was 93; the synthesized flop and latch total was 93.

For the final routed database, the setup TNS stands at 0 ns. The number of I/O port buffers works out to 4. Entering global routing, the biggest net connects 51 pins. The worst hold slack across all endpoints was 0.447 ns.

Counting along the longest clock path gives a buffer depth of 2. The share of total power consumed by net switching is 25.6%, and the relative contribution of the clock network to total power is 46.2%. The largest fanout of any net on the critical path was 6; the effective utilization at floorplan was 41.2%.

The clock H-tree reported by CTS has 3 levels. The run gives 8,193 as the via count of the first global-routing pass. The script logs the ratio of routed vias to standard cells as 5.41.

The chip occupies 25,100 µm². The master cell of the clock root buffer is sky130_fd_sc_hd__clkbuf_16. The run gives 4.81 nW as the leakage component of the power.

The pre-antenna-repair detailed-routing pass consisted of 5 iterations. The standard cell core area came out at 23,800 µm². The clock transition at the registers of the reported paths works out to 0.07 ns. The logs give 54.1% for the headroom to the max-slew limit and 0.420 mW for the internal power of the cells. Setup repair after global routing could not meet its margin everywhere. The script logs the mean routed wire length per placed instance as 15.2 µm.

The data required time reported for the critical path is 10.80 ns. The die is 158 µm wide. The count of hold-fix buffers inserted at cts is 0, and the gate count after technology mapping is 1,258. The run gives 0 for the post-detailed-route DRC marker count. The delay contributed by the slowest stage of the critical path came out at 0.55 ns. The power dissipated by switching net loads came out at 0.145 mW. Clock latency on the worst-skew pair, taken at its later pin, is 0.36 ns. The slowest library cell on the worst path is sky130_fd_sc_hd__or4b_4. The final timing report lists a max-slew violation count of 0. Among all flip-flop cells after synthesis, the most frequent one is sky130_fd_sc_hd__dfxtp_1. The last timing report of the flow puts the setup violation total at 0.

The flow reports an fmax of 76.2 MHz. The final timing summary puts the cycle share of the worst path at 97.3%. Per the layout area report, the register area comes to 1870 µm².

Minimum clock period after layout: 13.13 ns.
-- logic make-up (layout without fill, tap and decap cells) --
| logic type | Yosys count | in the layout | synth area share (%) |
|---|---|---|---|
| buffers and inverters | 150 | 241 | 6.25 |
| xor gates and xnor gates | 141 | 141 | 13.4 |
| and+or+nand+nor | 461 | 461 | 23.9 |
| adders and majority gates | 115 | 115 | 15.1 |
| AOI/OAI and AO/OA | 275 | 275 | 18.5 |
| muxes | 23 | 23 | 3.81 |
| DFF | 93 | 93 | 19.0 |
-- critical path, delay by kind of cell, from the launching register on --
family | cells | cell delay [ns]
buffers and inverters | 5 | 0.41
and+or+nand+nor | 24 | 4.79
DFF | 1 | 0.33
xor gates and xnor gates | 4 | 0.67
adders and majority gates | 14 | 2.84
AOI/OAI and AO/OA | 6 | 0.87
muxes | 1 | 0.17
-- final timing paths --
path	startpoint	end	slack (ns)	depth (start not counted)
max	dec.counter.cnt[9]$_SDFFE_PP0N_	FLAG	0.37	54
max reg2reg	dec.counter.cnt[9]$_SDFFE_PP0N_	ser.charcount[1]$_SDFFE_PP0P_	1.81	57
min reg2reg	DecoderCount[0]$_SDFF_PP0_	DecoderCount[0]$_SDFF_PP0_	0.45	1
min	DecoderCount[0]$_SDFF_PP0_	DecoderCount[0]$_SDFF_PP0_	0.45	1
-- synth_stat cells (7+ instances only) --
cell type | number | area share [%]
sky130_fd_sc_hd__nor2_1 | 114 | 4.4
sky130_fd_sc_hd__ha_1 | 109 | 14
sky130_fd_sc_hd__nand2_1 | 105 | 4.0
sky130_fd_sc_hd__dfxtp_1 | 93 | 19
sky130_fd_sc_hd__a21oi_1 | 86 | 4.4
sky130_fd_sc_hd__xnor2_1 | 81 | 7.2
sky130_fd_sc_hd__inv_1 | 74 | 2.8
sky130_fd_sc_hd__o21ai_0 | 54 | 2.8
sky130_fd_sc_hd__xor2_1 | 53 | 4.7
sky130_fd_sc_hd__clkbuf_1 | 49 | 1.9
sky130_fd_sc_hd__nand3_1 | 47 | 2.4
sky130_fd_sc_hd__nor3_1 | 33 | 1.7
sky130_fd_sc_hd__and3_1 | 23 | 1.5
sky130_fd_sc_hd__nand4_1 | 22 | 1.4
sky130_fd_sc_hd__a31oi_1 | 20 | 1.3
sky130_fd_sc_hd__nor4_1 | 20 | 1.3
sky130_fd_sc_hd__buf_2 | 15 | 0.77
sky130_fd_sc_hd__or3_1 | 15 | 0.96
sky130_fd_sc_hd__nand2b_1 | 13 | 0.83
sky130_fd_sc_hd__and2_1 | 12 | 0.77
sky130_fd_sc_hd__nand3b_1 | 12 | 0.92
sky130_fd_sc_hd__o21a_1 | 12 | 0.92
sky130_fd_sc_hd__a21o_1 | 11 | 0.84
sky130_fd_sc_hd__mux4_2 | 11 | 2.5
sky130_fd_sc_hd__nor2b_1 | 11 | 0.70
sky130_fd_sc_hd__a211oi_1 | 10 | 0.77
sky130_fd_sc_hd__mux2i_1 | 8 | 0.82
sky130_fd_sc_hd__o2111ai_1 | 7 | 0.63
-- power groups by stage --
| stage | clock network (mW) | logic [mW] | registers [mW] |
|---|---|---|---|
| CTS | 0.269 | 0.0247 | 0.277 |
| global route | 0.276 | 0.0289 | 0.278 |
| finish | 0.261 | 0.0263 | 0.277 |
-- layer usage --
layer	up-vias	wire [µm]	global-route usage (%)
met5	-	0	0
met1	4155	12600	31.2
met2	171	11100	33.1
met4	0	474	3.30
li1	4670	-	-
met3	29	1150	3.10
-- registers in the layout, indices dropped and copies added, names as in the netlist --
register          cells
dec.counter.cnt      40
DecoderCount         25
ser.slckcount        10
ser.charcount         8
ser.bitwidecount      4
ser.framecount        4
ser.END               1
ser.sending           1
-- area by class of cell --
cell class	count	area share (%)
Clock inverter	6	0.461
Timing Repair Buffer	149	9.46
Inverter	76	2.39
Multi-Input combinational cell	1015	66.7
Sequential cell	93	15.7
Clock buffer	10	2.00
Tap cell	319	3.34
-- repair_timing --
action / CTS / global route
hold endpoints to repair: 0 / 0
gates resized: 54 / 66
buffers inserted: 5 / 15
endpoints found under the setup margin: 1 / 1
pin swaps: 41 / 57
Power is estimated from default activity; no workload was simulated.
